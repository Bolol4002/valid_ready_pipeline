<file path="./config.mk">
export PLATFORM = sky130hd
export DESIGN_NAME = valid_ready
export DESIGN_NICKNAME = valid_ready
export VERILOG_FILES = /design/flow/design.v
export SDC_FILE = /design/flow/constraint.sdc
export NUM_CORES = 4
export LEC_CHECK = 1
export CORE_AREA = 10 10 70 70
export DIE_AREA = 0 0 80 80
</file>
<file path="./constraint.sdc">
current_design valid_ready

set clk_period 2.2
set clk_io_pct 0.2

create_clock -name clk0 -period $clk_period [get_ports {clk}]

set non_clock_inputs [all_inputs -no_clocks]
set_input_delay [expr $clk_period * $clk_io_pct] -clock clk0 $non_clock_inputs
set_output_delay [expr $clk_period * $clk_io_pct] -clock clk0 [all_outputs]
</file>
<file path="./design.v">
module valid_ready #(
    parameter int WIDTH = 8
) (
    input  wire             clk,
    input  wire             rst,
    input  wire             valid_in,
    input  wire [WIDTH-1:0] data_in,
    output logic            ready_in,
    output logic            valid_out,
    output logic [WIDTH-1:0] data_out,
    input  wire             ready_out
);
    logic [WIDTH-1:0] data_reg;
    logic             valid_reg;
    assign ready_in = ~valid_reg || ready_out;
    assign valid_out = valid_reg;
    assign data_out  = data_reg;
    always_ff @(posedge clk or posedge rst) begin
        if (rst) begin
            valid_reg <= 1'b0;
        end else begin
            if (valid_in && ready_in) begin
                data_reg  <= data_in;
                valid_reg <= 1'b1;
            end
            else if (valid_reg && ready_out) begin
                valid_reg <= 1'b0;
            end
        end
    end
endmodule
</file>
<file path="./run.sh">
#!/bin/bash
# OpenROAD 26Q1-2900-gdf79404cd8, Yosys 0.63+post, stock flow scripts
make -C /OpenROAD-flow-scripts/flow DESIGN_CONFIG=/design/flow/config.mk WORK_HOME=/design/flow/orfs finish
</file>
==> README.md <==
| Item | This run |
|:---|:---|
| Run status | complete, no violations |
| Area reported by Yosys stat | 295 um^2 |
| Overall die width | 80 um |
| Pins Over Slew Limit | 0 |
| Delay-heaviest family, CP | buffers and inverters |
| Share of power burned in registers | 0.546 |
| Initial DRC count | 3 |
| Final hold viol count | 0 |
| Post-CTS repair timing setup buffer count | 0 |
| Number of flip-flops in the largest register | 8 |
| Post-Route Hold Slack | 316 ps |
| Post-layout min period | 1910 ps |
| Setup Skew | 8.56 ps |
| Endpoint required time on the critical path | 1760 ps |
| Clock buffer depth | 2 |
| Start-to-end type of the worst setup path | input pin to output pin |
| DRC | 0 |
| Total half-perimeter wirelength after legalization and detailed placement | 671 um |
| Wire length of the first global-routing pass | 1240 um |
| Number of core rows | 21 |
| Clock Tree Root | clkbuf_4 |
| Pin count of the biggest net entering global routing | 9 |
| Class of the tightest hold or removal check | input pin to async pin |
| RSZ-0062 raised after global routing | no |
| Ratio of total power to cell area | 612 nW/um^2 |
| WL per Instance | 9.15 um |
| Worst EP arrival | 1470 ps |
| Post-place instance area | 563 um^2 |
| Overflow left after global routing | 0 |
| Register share after synthesis | 0.898 |
| Buffers plus inverters on the worst setup path | 2 |
| OpenROAD warning count | 25 |
| Power Internal | 0.296 mW |
| Total via count in the routed design | 198 |
| Clk network pwr share | 0.345 |
| Sw power | 0.0653 mW |
| Die H | 80 um |
| Final weighted congestion in routability-driven placement | 0.622 |
| Startpoint Class | input pin |
| Worst relative slew slack | 0.755 |
| GR Util All Layers | 0.0244 |
| # hold bufs at CTS | 0 |
| Clock Pin Slew Worst Setup and Hold Paths | 60 ps |
| Vias in the first global route | 260 |
| Worst Setup End Kind | output pin |
| Cell with the largest stage delay on the worst path | clkdlybuf4s50_1 |
| Number of storage elements in the synthesis netlist | 9 |
| Total number of yosys warnings | 1 |
| Placeable Area | 3420 um^2 |
| TritonCTS Sinks | 9 |
| Count of H-tree levels built during CTS | 1 |
| Max-capacitance violation count | 0 |
| Clk ins delay skew pair | 260 ps |
| Antenna fix cells | 0 |
| Synth Instances | 13 |
| Worst-path cell chain | clkdlybuf4s50_1 > nand2b_4 > clkdlybuf4s50_1 |
| Transition at the pin with the smallest max-transition slack | 367 ps |
| Io pins | 22 |
| Endpoints failing setup | 0 |
| Post-synthesis average cell area | 22.7 um^2 |
| Initial antenna violation count | 0 |
| Starting Density | 0.0864 |
| Netlist area before placement | 295 um^2 |
| Highest net fanout along the worst path | 3 |
| Total Die Area | 6400 um^2 |
| Setup TNS | 0 ps |
| Number of nets with antenna violations after routing | 0 |
| Final period util | 0.867 |
| Via density per instance | 2.36 |
| Non-Filler Cell Area, Final | 589 um^2 |
| Worst IR Drop VDD | 0.132 mV |
| Lkg Pwr | 0.204 nW |
| Critical Path Max Stage Delay | 460 ps |
| Fill cells | 393 |
| Comb pwr share | 0.109 |
| Net switching fraction of the power | 0.181 |
| Number of clock buffers inserted by TritonCTS | 3 |
| Most common cell type on the critical path | clkdlybuf4s50_1 |
| Layout-stage area growth over the synthesis result | 99.6% |
| Inst Count DP | 80 |
| Max Clock Freq | 0.524 GHz |
| Overall routed net length | 769 um |
| Number of distinct library cells after synthesis | 6 |
| Share of post-route cells with drive strength above 1 | 0.105 |
| Yosys cell count | 13 |
| Port bufs | 21 |
| Clock tree from TritonCTS | yes |
| Number of search-and-repair iterations in the first detailed-routing pass | 2 |
| Cts repair resizes | 0 |
| Number of cells in the finished layout apart from fillers | 84 |
[power groups by stage]
stage	registers (mW)	logic [mW]	clock network [mW]
final	0.197	0.0395	0.124
after CTS	0.197	0.0410	0.134
after global routing	0.198	0.0433	0.138
[synthesized netlist by cell type, drive strengths merged]
master	number	area [um^2]
nand2b	2	20.0
dfrtp	1	25.0
and3	1	6.26
edfxtp	8	240
inv	1	3.75
[per-stage QoR]
step / util / worst slack, ps / total power [mW]
final: 0.173 / 293 / 0.361
after global routing: 0.173 / 249 / 0.379
after CTS: 0.173 / 281 / 0.372
after detailed placement: 0.165 / 288 / 0.241
after global placement: 0.165 / 282 / 0.241
after floorplan: - / 1020 / 0.205
[layer usage]
metal | GRT usage | wire length (um)
met1 | 0.0235 | 248
met2 | 0.0417 | 437
met3 | 0.0148 | 75
met4 | 0.00880 | 7
met5 | 0 | 0
[path summary, 6_finish.rpt]
path                            from     endpoint  slack (ps)  cells past startpoint
min                              rst    valid_reg         320                      2
max in group asynchronous        rst    valid_reg        1780                      2
max                        ready_out     ready_in         290                      3
max reg2reg                valid_reg  data_reg[5]         970                      2
min in group clk0          valid_reg    valid_reg         560                      2
min reg2reg                valid_reg    valid_reg         560                      2
[cell type report]
type,count,area (um^2),area share
clock buffer,4,26.3,0.0446
inverter,1,3.75,0.00637
timing repair buffer,21,210,0.357
tap,46,57.6,0.0977
sequential,9,265,0.450
multi-input combinational,3,26.3,0.0446
[worst register-to-register path, delay by kind of cell, from the launching register on]
family	cells	cell delay [ps]
AND/OR/NAND/NOR	2	470
flip-flops	1	410
[layout by cell type, fill, tap and decap left out]
cell	instances
clkdlybuf4s50_1	21
edfxtp_1	8
clkbuf_4	3
nand2b_4	1
nand2b_1	1
inv_1	1
and3_1	1
clkbuf_1	1
dfrtp_1	1
[cell families after synthesis]
logic type	after synthesis	synth area share
flip-flops	9	0.898
AND/OR/NAND/NOR	3	0.0890
buffers and inverters	1	0.0127
No activity file was given, so power comes from the tool's default toggle rates.
